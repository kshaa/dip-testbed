--- ./config.mk ---
export PLATFORM = sky130hd
export DESIGN_NAME = main_flashes_and_blocks
export DESIGN_NICKNAME = main_flashes_and_blocks
export VERILOG_FILES = /design/flow/design.v
export SDC_FILE = /design/flow/constraint.sdc
export NUM_CORES = 4
export LEC_CHECK = 1
export CORE_AREA = 10 10 207 207
export DIE_AREA = 0 0 217 217
--- ./constraint.sdc ---
current_design main_flashes_and_blocks

set clk_period 5.2
set clk_io_pct 0.2

create_clock -name clk0 -period $clk_period [get_ports {CLK}]

set non_clock_inputs [all_inputs -no_clocks]
set_input_delay [expr $clk_period * $clk_io_pct] -clock clk0 $non_clock_inputs
set_output_delay [expr $clk_period * $clk_io_pct] -clock clk0 [all_outputs]
--- ./design.v ---
module main_flashes_and_blocks(
	input CLK,
	input flipper,
	input tick,
	input button_pressed,
	input [7:0] button_index,
	output [511:0] display
);
	reg r_indexes_changed = 0;
	reg [7:0] a_index = 9;
	parameter A_LEFT = 8;
	parameter A_RIGHT = 10;
	parameter A_UP = 1;
	parameter A_DOWN = 9;
	reg [7:0] b_index = 14;
	parameter B_LEFT = 11;
	parameter B_RIGHT = 13;
	parameter B_UP = 4;
	parameter B_DOWN = 12;
	always @(posedge CLK)
	begin
		if (button_pressed) begin
			if (button_index == A_LEFT && (a_index % 8) > 0) begin
				a_index <= a_index - 1;
			end else if (button_pressed && button_index == A_RIGHT && (a_index % 8) < 7) begin
				a_index <= a_index + 1;
			end else if (button_pressed && button_index == A_UP && (a_index / 8) > 0) begin
				a_index <= a_index - 8;
			end else if (button_pressed && button_index == A_DOWN && (a_index / 8) < 7) begin
				a_index <= a_index + 8;
			end else if (button_index == B_LEFT && (b_index % 8) > 0) begin
				b_index <= b_index - 1;
			end else if (button_pressed && button_index == B_RIGHT && (b_index % 8) < 7) begin
				b_index <= b_index + 1;
			end else if (button_pressed && button_index == B_UP && (b_index / 8) > 0) begin
				b_index <= b_index - 8;
			end else if (button_pressed && button_index == B_DOWN && (b_index / 8) < 7) begin
				b_index <= b_index + 8;
			end 
			r_indexes_changed <= 1;
		end else if (display_logic_changed) begin
			r_indexes_changed <= 0;
		end
	end
	wire display_logic_changed = tick || r_indexes_changed;
	reg [511:0] r_display = 0;  
	integer display_iterator = 0;
	always @(posedge CLK)
	begin
		for (display_iterator = 0; display_iterator < 64; display_iterator = display_iterator + 1)
			if (display_logic_changed) begin
				if (a_index == display_iterator) begin
					r_display[display_iterator * 8 +: 8] <= 8'b00111111;
				end else if (b_index == display_iterator) begin
					r_display[display_iterator * 8 +: 8] <= 8'b00010101;
				end else if (0 == display_iterator && flipper) begin
					r_display[display_iterator * 8 +: 8] <= 8'b00110000;
				end else if (7 == display_iterator && flipper) begin
					r_display[display_iterator * 8 +: 8] <= 8'b00001100;
				end else if (56 == display_iterator && flipper) begin
					r_display[display_iterator * 8 +: 8] <= 8'b00000011;
				end else begin
					r_display[display_iterator * 8 +: 8] <= 8'b00000000;
				end
			end
	end
	assign display = r_display;
endmodule
--- ./run.sh ---
#!/bin/bash
# OpenROAD 26Q1-2900-gdf79404cd8, Yosys 0.63+post, stock flow scripts
make -C /OpenROAD-flow-scripts/flow DESIGN_CONFIG=/design/flow/config.mk WORK_HOME=/design/flow/orfs finish
==> qor.txt <==
Outcome -> finished clean
Initial antenna violation count -> 4
OpenROAD warnings -> 36
Post-layout util -> 31.8%
# DRC -> 0
Syn Inst Count -> 893
PortBufs -> 395
DRT iter0 DRCs -> 337
Dominant cell type by area after synthesis -> edfxtp_1
Reg2reg path depth -> 6
Pin count of the biggest net entering global routing -> 75
Grt ovf -> 0
Core ar. -> 38600 um^2
Vias -> 6398
Hold Path Class -> flip-flop to flip-flop
Reg area -> 4520 um^2
Seq share, synth -> 47.8%
Die Y -> 217 um
Reg-to-Reg Start -> a_index[3]
Clk root buf -> clkbuf_16
Busiest grt layer -> met2
GRT met1 Usage -> 14.9%
Mapped cell area -> 9470 um^2
Hold Vio Cnt, Final -> 0
H-tree depth -> 4
Latency at later pin -> 0.42 ns
Power Dens Cells -> 236 nW/um^2
Dominant synthesized flop cell -> edfxtp_1
Syn Area/Cell -> 10.6 um^2
Post-synth regs -> 151
Setup Skew -> 0.0113 ns
Yosys cell count -> 893
CTS tree -> built
R2R setup slack -> 2.59 ns
Placer Congestion -> 0.923
I/O pin cnt -> 524
Max VDD drop -> 208 uV
Clk buf depth -> 2
Total track usage -> 13.0%
Post-CTS Setup Inserts -> 0
Antenna-violating nets left -> 0
Clock transition at the registers of the reported paths -> 0.07 ns
Fill count -> 3855
Cts hold-fix bufs -> 0
Met3 Use GR -> 5.03%
Share of post-route cells with drive strength above 1 -> 5.33%
WL/cell -> 20.5 um
CP Class -> primary input to flip-flop
Final period utilization -> 56.5%
Max Fclk -> 0.341 GHz
Final min period -> 2.94 ns
Clk sinks -> 151
YS warnings -> 1
RSZ-0062 raised after global routing -> false
Synth top area cells -> edfxtp_1, buf_4, o22ai_1, nor2_1, ha_1
Worst hold start -> b_index[0]
CTS resizes -> 0
Vias per inst -> 4.08
# rows -> 72
Final Max Tran Viols -> 0
FP Util -> 24.5%
LEAKAGE -> 4.40 nW
Slew margin rel. -> 55.1%
Async SR Flop Fraction -> 0%
Comb. cell area -> 2440 um^2
Vias in the first global route -> 6706
CTS Buf Count -> 17
Netlist cell types -> 57
Worst EP arrival -> 3.01 ns
Final wirelength -> 32100 um
Area leader share -> 47.6%
WP data required -> 5.27 ns
Die Area -> 47100 um^2
R2r endpoint -> b_index[6]
Worst-Margin Slew -> 0.669 ns
MaxCap Viol Count -> 0
Endpoint with the worst hold slack -> b_index[0]
Setup TNS -> 0 ns
Crit path max fanout -> 9
Commonest cells in the netlist -> buf_4, edfxtp_1, nor2_1
Number of enable flip-flop cells -> 150
Grt met2 use -> 23.0%
Syn-to-layout area delta -> 29.6%
DRT Pass-1 Iters -> 5
Hold Path Cell Cnt -> 1
ANT cells -> 0
Count of final setup violators -> 0
CP Capture Type -> flip-flop
HPWL Detailed -> 25500 um
Die X -> 217 um
Yosys synthesis chip area -> 9470 um^2
Startpoint types -> primary input
First-pass GRT wire length -> 45900 um
Cell with the most instances after synthesis -> buf_4
==> cell families after synthesis <==
group           count (synthesis)  share of synthesized area (%)
buf+inv                       420                           31.7
simple gates                  178                           8.87
flops                         151                           47.8
compound gates                110                           7.90
fa+ha+maj                      15                           1.98
xor+xnor                       12                           1.11
mux                             6                          0.635
other cells                     1                         0.0396
==> critical path: stages <==
cell and delay [ns]:
clkdlybuf4s50_1 0.44, nor4_4 0.65, nand2_2 0.17, a21oi_1 0.25, a21oi_1 0.09, nor2_1 0.35
==> routing by layer <==
metal  part of all wire (%)  vias to the layer above  routed length, um
li1                       -                     2872                  -
met5                   0.12                        -                 37
met4                    1.7                        8                542
met1                     37                     3077              11900
met2                     52                      417              16600
met3                    9.5                       24               3040
==> stage by stage <==
| stage | worst slack, ns | hold WS, ns | total power [mW] | std cells | area [um^2] |
|---|---|---|---|---|---|
| 4_1_cts | 2.28 | 0.658 | 2.95 | 1568 | 12300 |
| 3_5_place_dp | 1.84 | 0.649 | 1.75 | 1536 | 11700 |
| 5_1_grt | 2.06 | 0.693 | 3.01 | 1568 | 12300 |
| 2_1_floorplan | 2.07 | 0.600 | 1.61 | 1020 | 9940 |
| 3_3_place_gp | 1.87 | 0.645 | 1.75 | 1536 | 11700 |
| 6_report | 2.26 | 0.653 | 2.90 | 1568 | 12300 |
==> worst max-delay path by stage <==
stage,start,cells past startpoint,slack (ns),end
CTS,button_index[5],6,2.28,b_index[4]
global route,button_index[5],6,2.06,b_index[4]
finish,button_index[5],6,2.26,b_index[6]
==> flip-flops by register name, indices dropped and copies added (netlist names) <==
register	cells
b_index	8
r_indexes_changed	1
r_display	134
a_index	8
==> cell type report <==
type                    instances  share of cell area [%]
flip-flops and latches        151                    36.9
well taps                     518                    5.28
repair buffers                406                    33.0
clock inverters                14                    1.13
clock buffers                  18                    3.50
multi-input cells             449                    19.9
inverters                      12                   0.367
==> placed cells by master, fill, tap and decap left out, types with 3 or more instances in the layout <==
cell type        Yosys  final
o21ai_0              9      9
xnor2_1              7      7
clkdlybuf4s50_1      0    395
o22ai_1             67     67
inv_6                0      5
nand3_1             19     17
conb_1               1    128
nor3_1               7      7
or2_1                3      3
clkbuf_16            0     17
nand2_1             34     33
inv_1               12     12
a21oi_1              7      7
a221oi_1             3      3
buf_4              378     10
ha_1                15     15
nand2_2              2      3
nor2_1              85     85
and2_1               3      3
xor2_1               5      5
mux2i_1              6      6
edfxtp_1           150    150
clkinv_4             0      4
nand3b_1             4      4
==> where the power goes <==
part / leakage [nW] / internal, mW / switching (mW)
Clock: 0.272 / 0.671 / 0.522
Sequential: 1.63 / 1.38 / 0.0419
Combinational: 2.50 / 0.212 / 0.0720
Power and IR drop assume default switching activity.
