$ cat flow/run.sh
#!/bin/bash
# OpenROAD 26Q1-2900-gdf79404cd8, Yosys 0.63+post, stock flow scripts
make -C /OpenROAD-flow-scripts/flow DESIGN_CONFIG=/design/flow/config.mk WORK_HOME=/design/flow/orfs finish
$ cat flow/design.v
module main_echo_text(
	input [(32 * 8) - 1:0] rx_text_bytes,
	input [8 - 1:0] rx_text_size,
	input rx_is_text_ready,
	output [(32 * 8) - 1:0] tx_text_bytes,
	output [8 - 1:0] tx_text_size
);
	reg [(32 * 8) - 1:0] r_tx_text_bytes;
	reg [8 - 1:0] r_tx_text_size;
	always @(posedge rx_is_text_ready) begin
		r_tx_text_bytes <= rx_text_bytes;
		r_tx_text_size <= rx_text_size;
	end
	assign tx_text_bytes = r_tx_text_bytes;
	assign tx_text_size = r_tx_text_size;
endmodule
$ cat flow/config.mk
export PLATFORM = sky130hd
export DESIGN_NAME = main_echo_text
export DESIGN_NICKNAME = main_echo_text
export VERILOG_FILES = /design/flow/design.v
export SDC_FILE = /design/flow/constraint.sdc
export NUM_CORES = 4
export LEC_CHECK = 1
export CORE_AREA = 10 10 209 209
export DIE_AREA = 0 0 219 219
$ cat flow/constraint.sdc
current_design main_echo_text

set clk_period 1.0
set clk_io_pct 0.2

create_clock -name clk0 -period $clk_period [get_ports {rx_is_text_ready}]

set non_clock_inputs [all_inputs -no_clocks]
set_input_delay [expr $clk_period * $clk_io_pct] -clock clk0 $non_clock_inputs
set_output_delay [expr $clk_period * $clk_io_pct] -clock clk0 [all_outputs]
==> flow_metrics.tcl <==
# metrics dict for downstream scripts
set metrics [dict create \
    status "finished, violations left" \
    failed_checks "negative setup slack" \
    rsz0062_at_grt "true" \
    min_path_type "in -> reg" \
    warning_count 27 \
    fin_cells 1356 \
    num_rows 72 \
    antenna_left 0 \
    p_seq_frac 0.505 \
    worst_slew_pin_slew_ns 0.168 \
    internal_power_mw 17.9 \
    top_cells_by_area "dfxtp_1 (100%)" \
    startpoint "r_tx_text_bytes[97]$_DFF_P_" \
    routed_via_density 2.98 \
    crit_family "flip-flops" \
    critPathMaxStageDelay_ns 0.32 \
    antenna_found_initial 1 \
    pin_count 529 \
    hold_viol 0 \
    p_comb_frac 0.071 \
    die_h_um 219 \
    post_cts.repair.setup_buffers 0 \
    yosysTopAreaCellShare 1.00 \
    hold_start "rx_text_bytes[173]" \
    die_w_um 219 \
    clk_pin_slew_worst_paths_ns 0.06 \
    cp-start-kind "flip-flop" \
    critical_path_arrival_ns 0.97 \
    numSynthFlops 264 \
    setup_slack_ns -0.173 \
    wl_mm 23.1 \
    syn-instance-count 264 \
    seq_area_frac_synth 1.00 \
    most-common-layout-cells "clkdlybuf4s50_1 (264), buf_2 (249), dfxtp_1 (221)" \
    clock-sinks 264 \
    dp.final_hpwl_mm 19.2 \
    core_area_sq_um 38900 \
    ys_cells 264 \
    drt_pre_antenna_iters 4 \
    regArea_sq_um 5340 \
    maxSlewViolCount 0 \
    drive_gt1_frac 0.414 \
    power.switching_mw 4.34 \
    initCoreUtil 0.136 \
    fin_tns_setup_ns -34.98 \
    ys_types 1 \
    numCtsBuffers 27 \
    n_antenna_cell 0 \
    slowest_stage "dfxtp_2" \
    fmax_mhz 852 \
    grt_max_degree 14 \
    p_leak_nw 4.74 \
    power_density_nw_per_um2 2040 \
    p_clk_frac 0.424 \
    end_kind "output port" \
    cts_tree "yes" \
    dp_cells 1310 \
    critical_path_class "reg -> out" \
    setup-violations-final 264 \
    critPathMaxFanout 1 \
    remaining_drc_errors 0 \
    vias 4038 \
    critPathRequiredTime_ns 0.80 \
    fin_crit_ns 1.17 \
    placed_area_sq_um 11200 \
    ir_drop_mv 1.21 \
    final_area_sq_um 10900 \
    h-tree-depth 1 \
    cts_max_path_buffers 3 \
    p_sw_frac 0.195 \
    mi_logic_area_sq_um 0 \
    holdWs_ns 0.0976 \
    yosys-stat-area_sq_um 5290 \
    syn-cell-area_sq_um 5290 \
    path_cells "buf_6" \
    drtIter0Drc 132 \
    place_congestion 0.823 \
    areaGrowthSynthToFinish_pct 106 \
    layout_top_cell "clkdlybuf4s50_1" \
    nMultiInputCombCells 0 \
    grt.overflow.total 0 \
    wl_per_cell_um 17.1 \
    port_buffers 528 \
    crit_buf_inv 1 \
    nFillCells 4054 \
    synth_warnings 1 \
    die_area_sq_um 48000 \
    maxCapViolations 0 \
    fin_crit_sh 1.17 \
    root_buffer "clkbuf_16" \
    synth_area_per_cell_sq_um 20.0 \
    track_usage 0.0909 \
    max_slew_margin 0.888 \
    grt_first_pass_wirelength_mm 31.7 \
    hold_buffers 0 \
    synth.largest_area_cell "dfxtp_1" \
    grt_pass1_vias 4395 \
]
[path summary, 6_finish.rpt]
check / cells after the start / to / slack (ns)
max: 1 / tx_text_bytes[97] / -0.17
min: 1 / r_tx_text_bytes[173]$_DFF_P_ / 0.1
[power by group through the flow]
| stage | combinational [mW] | sequential [mW] | clock [mW] |
|---|---|---|---|
| 6_report | 1.59 | 11.2 | 9.41 |
| 5_1_grt | 1.72 | 11.3 | 10.2 |
| 4_1_cts | 1.62 | 11.2 | 9.82 |
[synthesized netlist by cell type]
library cell / count
dfxtp_1: 264
[cell type report]
| cell class | instances | area share |
|---|---|---|
| Sequential cell | 264 | 0.491 |
| Tap cell | 518 | 0.0596 |
| Clock buffer | 37 | 0.0692 |
| Timing Repair Buffer | 528 | 0.373 |
| Clock inverter | 9 | 0.00770 |
[kinds of logic (layout without fill, tap and decap cells)]
logic type	count (synthesis)	after routing	share of synthesized area
flops	264	264	1.00
buf+inv	0	574	0
[what timing repair did]
action,in CTS,in global routing
pin swaps,0,0
resized,903,25
endpoints found under the setup margin,264,264
[state kept, by name, indices dropped and copies added (netlist names)]
register         cells
r_tx_text_bytes    256
r_tx_text_size       8
[stage by stage]
stage	worst slack, ns	utilization	total power, mW
CTS	-0.230	0.278	22.7
detailed placement	-0.194	0.288	13.6
global route	-0.223	0.280	23.2
finish	-0.173	0.280	22.2
global placement	-0.206	0.288	13.6
floorplan	0.538	-	11.3
[routing by layer]
layer,GRT usage,wire length (um),up-vias
li1,-,-,1928
met1,0.0881,7490,1772
met2,0.161,11700,308
met3,0.0576,3520,28
met4,0.0159,440,2
met5,0,13,-
No activity file was given, so power comes from the tool's default toggle rates.
